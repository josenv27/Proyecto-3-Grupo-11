### ./config.mk
export PLATFORM = sky130hd
export DESIGN_NAME = topteclado
export DESIGN_NICKNAME = topteclado
export VERILOG_FILES = /design/flow/design.v
export SDC_FILE = /design/flow/constraint.sdc
export NUM_CORES = 4
export LEC_CHECK = 1
export CORE_UTILIZATION = 50
### ./constraint.sdc
current_design topteclado

set clk_period 3.4
set clk_io_pct 0.2

create_clock -name clk0 -period $clk_period [get_ports {clk}]

set non_clock_inputs [all_inputs -no_clocks]
set_input_delay [expr $clk_period * $clk_io_pct] -clock clk0 $non_clock_inputs
set_output_delay [expr $clk_period * $clk_io_pct] -clock clk0 [all_outputs]
### ./design.v
`timescale 1ns / 1ps
module ps2(
  input clk,reset,
  input ps2d,ps2c, rx_en,
  output reg rx_done_tick,
  output wire [7:0] dout
    );
      localparam [1:0] idle=2'b00, dps=2'b01 , load=2'b10 ;
      reg [1:0] state_reg, state_next;
      reg [7:0] filter_reg;
      wire [7:0] filter_next;
      reg f_ps2c_reg ;
      wire f_ps2c_next ;
      reg [3:0] n_reg , n_next ;
      reg [10:0] b_reg , b_next ;
      wire fall_edge ;
always @(posedge clk, posedge reset)
    if (reset)
        begin
            filter_reg  <= 0;
            f_ps2c_reg <= 0;
        end
    else begin
            filter_reg<= filter_next;
            f_ps2c_reg<= f_ps2c_next;
        end
assign filter_next = {ps2c, filter_reg[7:1]};
assign f_ps2c_next = (filter_reg==8'b11111111) ? 1'b1:
                     (filter_reg == 8'b00000000) ? 1'b0 :
                     f_ps2c_reg;
assign fall_edge = f_ps2c_reg & ~f_ps2c_next;
always @(posedge clk, posedge reset)
      if (reset)
          begin
              state_reg <= idle;
              n_reg <= 0 ;
              b_reg <= 0 ;
          end
      else begin
              state_reg <= state_next ;
              n_reg <= n_next;
              b_reg <= b_next;
      end
always @* begin
          state_next = state_reg;
          rx_done_tick = 1'b0;
          n_next = n_reg;
          b_next = b_reg;
      case (state_reg)
      idle:
            if (fall_edge & rx_en)
            begin
                b_next = { ps2d, b_reg [10:1]} ;
                n_next = 4'b1001;
                state_next = dps;
            end
      dps:  
            if (fall_edge) begin
                b_next = { ps2d , b_reg [10:1] };
                if (n_reg==0)
                    state_next = load;
                else
                    n_next = n_reg - 1 ;
            end
      load:  
            begin
                  state_next = idle;
                  rx_done_tick = 1'b1 ;
            end
      endcase
end
assign dout = b_reg[8:1];
endmodule
`timescale 1ns / 1ps
module teclado(
 input clk,reset,rx_done_tick,
 input [7:0] keycodeout,
 output  reg a_code,b_code,c_code,d_code,up_code,down_code,left_code,right_code
 );
reg [7:0] hexacode;
reg [7:0] offkey;
reg [7:0] keynext;
always @(posedge clk) begin
   if(reset) begin
            hexacode <= 8'h00;
       end
   else begin
          if((rx_done_tick) && (offkey != 8'hf0))
        begin
           hexacode <= keycodeout;
          end
       else if((rx_done_tick) && (keycodeout == 8'hf0))
               hexacode <= 0;
       else begin
           hexacode<=hexacode;
           end
   end
end
reg [1:0] contador;
always@(posedge clk) begin
   if(reset) begin
               contador<=0;
             end
    else if((rx_done_tick) && (keycodeout != 8'hf0) )begin
                   contador<=contador+1;
                   end
    else if((rx_done_tick) && (keycodeout == 8'hf0))begin
                   contador<=0;
                   end
    else
           contador<=contador;
end
always @(posedge clk) begin
   if(reset) begin
           offkey <= 8'h00;
       end
   else begin
       if((rx_done_tick) && (keycodeout==8'hf0))begin
          offkey <= keycodeout[7:0];
          end
       else if(contador==1)begin
             offkey <= 8'h00;
           end
       else begin
               offkey <= offkey;
          end
   end
end
always @(posedge clk) begin
   if(reset) begin
         a_code<=0;down_code<=1'b0;
         b_code<=0;up_code<=1'b0;
         c_code<=0;left_code<=1'b0;
         d_code<=0;right_code<=1'b0;
       end
   else begin
       case(hexacode)
       8'h15: begin    
                   a_code<=1'b1;
                     end
       8'h1d: begin    
                   b_code<=1'b1;
                     end
       8'h24: begin    
                   c_code<=1'b1;
                     end
       8'h5a: begin    
                   d_code<=1'b1;
                            end
       8'h75: begin
              up_code<=1'b1;
              end
       8'h72: begin
               down_code<=1'b1;
               end
       8'h6B: begin
                left_code<=1'b1;
                end
       8'h74: begin
                right_code<=1'b1;
                end
       default: begin
                 a_code<=0;down_code<=1'b0;
                 b_code<=0;up_code<=1'b0;
                 c_code<=0;left_code<=1'b0;
                 d_code<=0;right_code<=1'b0;
               end
       endcase
         end
end
endmodule
`timescale 1ns / 1ps
module topteclado(
  input clk,reset,
  input ps2d,ps2c, rx_en,
  output a,b,c,d,up,down,left,right
  );
    wire [7:0] dout;
    wire rx_done_tick;
         ps2  PS2(
             .clk(clk),.reset(reset),
             .ps2d(ps2d),.ps2c(ps2c), .rx_en(rx_en),
             .rx_done_tick(rx_done_tick),
             .dout(dout)
           );
          teclado  tecla(
              .clk(clk),
              .reset(reset),
              .rx_done_tick(rx_done_tick),
              .keycodeout(dout),
              .a_code(a),
              .b_code(b),
              .c_code(c),
              .d_code(d),
              .up_code(up),
              .down_code(down),
              .left_code(left),
              .right_code(right)
          );
endmodule
### ./run.sh
#!/bin/bash
# OpenROAD 26Q1-2900-gdf79404cd8, Yosys 0.63+post, stock flow scripts
make -C /OpenROAD-flow-scripts/flow DESIGN_CONFIG=/design/flow/config.mk WORK_HOME=/design/flow/orfs finish
==> changes_impl.md <==
### Changed

- Status: finished, final reports clean
- Setup Skew: about 0.010 ns
- Tally of yosys warning messages: 2
- Reg2reg end: PS2.n_reg[0]
- Final Power: slightly below 1 mW
- Max Freq: 455 MHz
- Slew margin rel.: 0.487
- Port Buffers: 12
- CTS tree: built
- OpenROAD warnings: 26
- Final setup viols: 0
- Comb area: between 900 and 1000 um^2
- Area delta synth->final: 10.8%
- Drt via density: 5.61
- Synth async-reset ratio: 0.500
- Placement Rows: 23
- Path type of the worst min-delay path: reg -> reg
- Max FFs per register: 10
- Post-Synthesis Cells: 204
- Synth Area per Inst: 10.8 um^2
- H-tree Lvls: 2
- Critical path arrival: 2.39 ns
- Max Transition Viols Final: 0
- Reg2reg setup slack: 1.37 ns
- Critical path class: in -> reg
- Post-CTS Resized: 0
- Util after Layout: 0.591
- Detailed Routing Iterations Pass 1: 4
- Area of the core: just over 4000 um^2
- Cell count in the Yosys report: 204
- Reg-to-reg startpoint: PS2.filter_reg[0]
- Number of cells on the worst reg-to-reg path: 4
- Clk buf depth: 2
- DR vias: 1503
- Synth top area share: 0.285
- Hold_sp: PS2.filter_reg[1]
- CTS Sinks: roughly 52
- Post-route clock period utilization: 0.647
- Synth area leader: dfrtp_1
- Pleak: 0.949 nW
- Initial antenna violation count: 0
- YS chip area: approximately 2200 um^2
- Starting DRT DRC Count: 72
- Final WL: 3720 um
- Detailed placer's ending HPWL: 2640 um
- Crit-path max FO: 13
- Residual DRC: 0
- Final Hold Viols: 0
- GPL Wtd Cong: 0.818
- Top logic cells by instance count in the layout: nor2_1 (27), dfxtp_1 (26), dfrtp_1 (25), mux2_2 (12), clkdlybuf4s50_1 (12)
- Worst-path clk slew: 0.08 ns
- Distinct cells, synth: 46
- Die area: roughly 4700 um^2
- Die height: 68.2 um
- First-pass GRT wire length: around 6400 um
- Fillers: 329
- Gr usage total: 0.188
- CP Launch Type: input pin
- Seq share, synth: 0.535
- Ys flop type: dfxtp_1
- Register area: 1170 um^2
- Synth area leaders: dfrtp_1 (29%), dfxtp_1 (24%), mux2_2 (6.2%)
- Synthesized cell area: 2190 um^2
- Setup crit end kind: flip-flop
- Vias in the first global route: 1444
- RSZ-0062 raised after global routing: no
- Number of hold buffers added after cts: 0
- Endpoint, Worst Hold: PS2.filter_reg[0]
- Routed len/inst: 13.9 um
- EDFF count, synth: 0
- Worst slew pin tran: 0.767 ns
- Final TNS setup: 0 ns
- ANT cells: 0
- Hold depth: 0
- Layout cells sized above 1: 0.156
- Fp util: 0.533
- Total CTS buffers: 5
- GRT overflow: 0
- Peak supply drop: 303 uV
- Critical Path RT: 3.59 ns
- Post-place setup slack: 0.893 ns
- # Post-CTS Setup Buffers: 0
- Crit path time final: between 2 and 2.5 ns
- Chip Width: 68.2 um
- Top-level port count: 13
- Later-pin clock latency in the skew report: about 0.3 ns
- Post-route ant nets: 0
- Maxcap violations: 0
- Largest net degree at the start of global routing: 18
- PD cells: 406 nW/um^2
- CTS root buffer: clkbuf_8
- Final worst slack: 1.20 ns
- #FFs+latches synth: roughly 52
- Most numerous logic cell after layout: nor2_1
## stage by stage
| stage | std cells | area, um^2 | hold slack [ns] |
|---|---|---|---|
| 6_report | 268 | 2430 | 0.428 |
| 5_1_grt | 268 | 2430 | 0.443 |
| 4_1_cts | 268 | 2430 | 0.430 |
| 3_5_place_dp | 260 | 2340 | 0.406 |
| 3_3_place_gp | 260 | 2340 | 0.399 |
| 2_1_floorplan | 204 | 2190 | 0.392 |
## power breakdown
part	total (mW)	switching, mW	internal (mW)
clock network	0.342	0.198	0.144
logic	0.0201	0.0124	0.00769
registers	0.626	0.00606	0.620
total	0.988	0.216	0.772
## final cells by class
cell class	count	share of cell area
clock buffer	5	0.0283
sequential	52	0.482
multi-input combinational	138	0.393
inverter	7	0.0108
tap	50	0.0257
timing repair buffer	13	0.0525
clock inverter	3	0.00721
## kinds of logic (layout without fill, tap and decap cells)
family	after synthesis	after routing	share of synthesized area
DFF	52	52	0.535
adders and majority gates	2	2	0.0114
and+or+nand+nor	81	81	0.222
AOI/OAI and AO/OA	38	38	0.119
muxes	14	14	0.0707
buffers and inverters	14	28	0.0297
xor gates and xnor gates	3	3	0.0120
## cells in the mapped netlist, drive strengths merged (4+ instances only)
library cell / count
nor2: 28
dfxtp: 26
dfrtp: 25
a21oi: 12
mux2: 12
nand2: 9
a22oi: 8
inv: 7
nand2b: 7
o21ai: 7
and2: 5
nor3b: 5
buf: 4
nand4: 4
## worst max path at each step
| stage | start | end | slack, ns | cells past startpoint |
|---|---|---|---|---|
| CTS | rx_en | PS2.n_reg[0] | 1.20 | 5 |
| global route | rx_en | PS2.n_reg[0] | 1.07 | 5 |
| finish | rx_en | PS2.n_reg[0] | 1.20 | 5 |
## worst max-delay path, cell delays in order
cell and delay [ns]:
clkdlybuf4s50_1 0.50, mux2_2 0.17, nand4_2 0.36, nor2_1 0.32
mux2_2 0.36
## per-layer routing
metal / vias to the layer above / wire length, um / GRT usage
li1: 753 / - / -
met1: 716 / 1880 / 0.283
met2: 25 / 1650 / 0.298
met3: 9 / 104 / 0.0304
met4: 0 / 79 / 0.0417
met5: - / 0 / 0
Power figures rest on the tool's default switching activity, not on a simulated workload.
